`flow/constraint.sdc`:
```
current_design seven_seg_driver

set clk_period 12.7
set clk_io_pct 0.2

create_clock -name clk0 -period $clk_period [get_ports {clk}]

set non_clock_inputs [all_inputs -no_clocks]
set_input_delay [expr $clk_period * $clk_io_pct] -clock clk0 $non_clock_inputs
set_output_delay [expr $clk_period * $clk_io_pct] -clock clk0 [all_outputs]
```
`flow/design.v`:
```
module seven_seg_driver (
    input clk, 
    input reset,                           
    input [5:0] seconds,
    input [9:0] milliseconds,
    output reg [6:0] seg,
    output reg [3:0] an 
);
    reg [1:0] digit_select = 0;
    reg [3:0] digit_value;
    wire [3:0] sec_lsd = seconds % 10;
    wire [3:0] sec_msd = seconds / 10;
    wire [3:0] ms_lsd = (milliseconds / 10) % 10;
    wire [3:0] ms_msd = (milliseconds / 100);
    always @(posedge clk or posedge reset) begin
        if (reset)
            digit_select <= 0;
        else
            digit_select <= digit_select + 1;
    end
    always @(*) begin
        case (digit_select)
            2'b00: begin an = 4'b1110; digit_value = ms_lsd; end
            2'b01: begin an = 4'b1101; digit_value = ms_msd; end
            2'b10: begin an = 4'b1011; digit_value = sec_lsd; end
            2'b11: begin an = 4'b0111; digit_value = sec_msd; end
            default: begin an = 4'b1111; digit_value = 4'b0000; end
        endcase
        case (digit_value)
            4'd0: seg = 7'b1000000;
            4'd1: seg = 7'b1111001;
            4'd2: seg = 7'b0100100;
            4'd3: seg = 7'b0110000;
            4'd4: seg = 7'b0011001;
            4'd5: seg = 7'b0010010;
            4'd6: seg = 7'b0000010;
            4'd7: seg = 7'b1111000;
            4'd8: seg = 7'b0000000;
            4'd9: seg = 7'b0010000;
            default: seg = 7'b1111111;  
        endcase
    end
endmodule
```
`flow/config.mk`:
```
export PLATFORM = sky130hd
export DESIGN_NAME = seven_seg_driver
export DESIGN_NICKNAME = seven_seg_driver
export VERILOG_FILES = /design/flow/design.v
export SDC_FILE = /design/flow/constraint.sdc
export NUM_CORES = 4
export LEC_CHECK = 1
export CORE_UTILIZATION = 30
```
`flow/run.sh`:
```
#!/bin/bash
# OpenROAD 26Q1-2900-gdf79404cd8, Yosys 0.63+post, stock flow scripts
make -C /OpenROAD-flow-scripts/flow DESIGN_CONFIG=/design/flow/config.mk WORK_HOME=/design/flow/orfs finish
```
==> run notes <==
yosys + openroad results -> result of the run=finished, violations left, H-tree depth=1, dominant synthesized flop cell=sky130_fd_sc_hd__dfrtp_1, Max clock buf depth=2, Top-Level Pins=29, area overhead of the layout relative to synthesis=85.0%, Hold Path Class=reg -> reg, longest individual stage delay on the worst path=0.47 ns, Total Routed Length=12.7 mm, worst-case headroom to the max-slew limit=0.313, overall overflow remaining after global route=0, Post-Route Hold Slack=0.684 ns, largest net degree at the start of global routing=17, Adder Share, Synth=0.174, launching element type of the critical path=input port, dominant delay contributor by cell family on the critical path=buffers and inverters, chip area=11500 um2, top post-synthesis cells by area=sky130_fd_sc_hd__ha_1 (17%), sky130_fd_sc_hd__nor2_1 (4.3%), sky130_fd_sc_hd__o21ai_0 (4.2%), number of vias in the routed layout=4583, final hold violation count=0, Unique cell types=92, number of instances in the synthesized netlist=450, minimum period implied by the final worst setup slack=17.14 ns, met3 routing resource usage after global routing=0.00868, Clock Tree Root=sky130_fd_sc_hd__clkbuf_8, Clk Latency, worst-skew pair=0.21 ns, multiplexer area fraction after synthesis=0.0560, FMAX=58.3 MHz, vertical die size=107 um, crit path max fanout=5, CTS tree=done, Clock transition at path regs=0.03 ns, Compound Share, Synth=0.388, tool warning count=40, average cell area after synthesis=7.35 um2, number of instances on the worst hold path=3, yosys cell count=450, busiest grt layer=met2, top cells by count, synth=sky130_fd_sc_hd__ha_1 (46), sky130_fd_sc_hd__nor2_1 (38), sky130_fd_sc_hd__inv_1 (28), sky130_fd_sc_hd__o21ai_0 (28), sky130_fd_sc_hd__nand2_1 (26), unrepaired setup endpoints after global routing=yes, kind of end point of the critical path=output pin, Port Buffer Count=27, Slew @ Worst Pin=1.01 ns, most area-hungry cell type in the Yosys netlist=sky130_fd_sc_hd__ha_1, number of max-cap violations=0, sink count of the clock tree=2, violations in the final reports=negative setup slack, global placement routability congestion=0.909, Yosys reg bits=2, met2 capacity usage during global routing=0.369, top comb family, area=AND-OR/OR-AND gates, Total GRT Usage=0.221, antenna violations before repair=0, met1 track demand over resource in global routing=0.330, final setup violation count=7, number of slew-limit violations in the final report=0, Yosys top cell area share=0.174, Seq share, synth=0.0151, area after detailed placement=5220 um2, Ant. Diodes=0, num rows=37, Post-Synthesis Cell Area=3310 um2, via count of the first global-routing pass=4402, tally of yosys warning messages=1, async set-or-reset flop fraction in the synthesized netlist=1.00, worst setup margin=-4.44 ns, most common cell in the netlist=sky130_fd_sc_hd__ha_1, TritonCTS buffer count=3, Synth Area in Simple Gates=0.279, Max stage delay cell, worst path=sky130_fd_sc_hd__or4b_4, ANT nets after route=0, required time of the worst setup path=10.16 ns, Core Box Area=10500 um2, data arrival time at the worst-slack endpoint=14.60 ns, die boundary width=107 um, final cycle utilization of the critical path=1.35, wire length of the first global-routing pass=20.7 mm, DR pass1 iterations=5, flip-flops with a built-in enable=0, WL/cell=14.8 um, yosys-reported design area after synthesis=3310 um2, Layout Skew=0.00415 ns, final cell area excluding filler cells=6120 um2, Regs by FF count=digit_select x2, Setup Crit Path Kind=in -> out, register with the most flip-flops=digit_select, Via-to-Cell Ratio=5.32, WP depth=77, CP bufs+invs=31, # DRC=0, number of violations reported at the end of detailed-routing iteration 0=242, share of post-route cells with drive strength above 1=0.523, CP dominant cell by count=sky130_fd_sc_hd__buf_4, dpl hpwl=9.21 mm, starting density of the core=0.315, flip-flop count of the largest register, all copies and words added=2, cell count of the worst reg-to-reg path=4, xor/xnor share=0.0397
==> path summary, 6_finish.rpt <==
kind / from / endpoint / slack [ns]
setup reg to reg: digit_select[0] / digit_select[1] / 11.59
hold / removal: digit_select[0] / digit_select[0] / 0.68
hold reg to reg: digit_select[0] / digit_select[0] / 0.68
max in group asynchronous: reset / digit_select[1] / 10.11
min in group asynchronous: reset / digit_select[0] / 2.48
setup / recovery: milliseconds[9] / seg[5] / -4.44
==> worst min-delay path, stage by stage (launching register included) <==
cell and delay (ns):
sky130_fd_sc_hd__dfrtp_1 0.33, sky130_fd_sc_hd__buf_4 0.11, sky130_fd_sc_hd__buf_4 0.11, sky130_fd_sc_hd__inv_1 0.07
==> through the flow <==
step	TNS (ns)	setup slack, ns	std cells	utilization
floorplan	-26.91	-3.96	450	-
global placement	-32.54	-4.72	785	0.496
detailed placement	-33.41	-4.84	785	0.496
CTS	-27.44	-4.07	847	0.558
global route	-34.45	-5.02	861	0.583
finish	-30.40	-4.44	861	0.583
==> cell type report <==
cell class              count  area, um2
repair buffers            282       2190
fillers                   868       4390
multi-input cells         409       3560
well taps                 136        170
clock buffers               3       41.3
flip-flops and latches      2       50.0
inverters                  29        111
==> routing by layer <==
metal,share of wire,vias up
met4,0.0080,0
met2,0.44,110
met1,0.52,2172
met3,0.032,13
li1,-,2288
met5,0,-
==> what timing repair did <==
item,in CTS,in global routing
resized,67,30
pin swaps,42,33
gates cloned,0,0
setup endpoints to repair,7,7
setup buffers,59,15
hold buffers,0,0
==> cells in the final DEF, fill, tap and decap left out, types with 6 or more instances in the layout <==
master / instances
sky130_fd_sc_hd__a211oi_1: 7
sky130_fd_sc_hd__a21o_1: 10
sky130_fd_sc_hd__a21oi_1: 11
sky130_fd_sc_hd__a21oi_2: 13
sky130_fd_sc_hd__buf_2: 7
sky130_fd_sc_hd__buf_4: 245
sky130_fd_sc_hd__buf_6: 11
sky130_fd_sc_hd__clkdlybuf4s50_1: 17
sky130_fd_sc_hd__ha_1: 37
sky130_fd_sc_hd__ha_4: 8
sky130_fd_sc_hd__inv_1: 26
sky130_fd_sc_hd__mux2i_1: 7
sky130_fd_sc_hd__nand2_1: 21
sky130_fd_sc_hd__nand2_2: 6
sky130_fd_sc_hd__nand2b_1: 12
sky130_fd_sc_hd__nand3_1: 10
sky130_fd_sc_hd__nor2_1: 33
sky130_fd_sc_hd__nor3_1: 14
sky130_fd_sc_hd__o211ai_1: 9
sky130_fd_sc_hd__o21a_1: 11
sky130_fd_sc_hd__o21ai_0: 19
sky130_fd_sc_hd__o21ai_1: 8
sky130_fd_sc_hd__o21ai_2: 6
sky130_fd_sc_hd__or3_1: 7
sky130_fd_sc_hd__xnor2_1: 10
==> cells by family after synthesis <==
kind of cell | after synthesis
other | 1
AOI/OAI and AO/OA | 167
adders and majority gates | 46
xor gates and xnor gates | 15
buffers and inverters | 39
DFF | 2
muxes | 16
and+or+nand+nor | 164
