==> ./design.v <==
module clk_divider #(
    parameter DIV_VALUE = 50000   
)(
    input clk_in,          
    input reset,
    output reg clk_out     
);
    reg [31:0] count = 0;
    always @(posedge clk_in or posedge reset) begin
        if (reset) begin
            count <= 0;
            clk_out <= 0;
        end else begin
            if (count == (DIV_VALUE - 1)) begin
                count <= 0;
                clk_out <= ~clk_out;
            end else begin
                count <= count + 1;
            end
        end
    end
endmodule
==> ./run.sh <==
#!/bin/bash
# OpenROAD 26Q1-2900-gdf79404cd8, Yosys 0.63+post, stock flow scripts
make -C /OpenROAD-flow-scripts/flow DESIGN_CONFIG=/design/flow/config.mk WORK_HOME=/design/flow/orfs finish
==> ./config.mk <==
export PLATFORM = sky130hd
export DESIGN_NAME = clk_divider
export DESIGN_NICKNAME = clk_divider
export VERILOG_FILES = /design/flow/design.v
export SDC_FILE = /design/flow/constraint.sdc
export NUM_CORES = 4
export LEC_CHECK = 1
export CORE_UTILIZATION = 40
==> ./constraint.sdc <==
current_design clk_divider

set clk_period 7.6
set clk_io_pct 0.2

create_clock -name clk0 -period $clk_period [get_ports {clk_in}]

set non_clock_inputs [all_inputs -no_clocks]
set_input_delay [expr $clk_period * $clk_io_pct] -clock clk0 $non_clock_inputs
set_output_delay [expr $clk_period * $clk_io_pct] -clock clk0 [all_outputs]
==> impl_metrics.env <==
# physical design summary
export IMPL_p_per_area_mw_per_mm2=180
export IMPL_tool_warnings=25
export IMPL_hpwlAfterDp_um=1850
export IMPL_r2r_start="count[0]"
export IMPL_top_area_cell="dfrtp_1"
export IMPL_maxCapViolCount=0
export IMPL_grt_usage=0.147
export IMPL_total_power_w=0.000320
export IMPL_topRoutingLayerUsed="met4"
export IMPL_core_mm2=0.00377
export IMPL_layout_top_cells="33 x dfrtp_1, 23 x xnor2_1, 13 x nand4_1, 13 x nand3_1, 12 x nor2_1"
export IMPL_post_cts_setup_buffers=0
export IMPL_fin_crit_ns=2.62
export IMPL_hold_viol_final=0
export IMPL_run_status="completed"
export IMPL_cts_resized=0
export IMPL_final_cells=200
export IMPL_place_congestion=0.747
export IMPL_fin_ws_ns=4.98
export IMPL_grt_overflow=0
export IMPL_syn_avg_cell_area_um2=11.3
export IMPL_worstSetupStartpointType="flop"
export IMPL_cts_clk_slew_worst_paths_ns=0.06
export IMPL_antenna_left=0
export IMPL_layout_drive_gt1_share=0.105
export IMPL_fmax_mhz=382
export IMPL_clk_path_buf_depth=2
export IMPL_dieWidth_um=65.4
export IMPL_clkLatencyLatePin_ns=0.28
export IMPL_synth_flops=33
export IMPL_grt_pass1_vias=1010
export IMPL_rsz0062_at_grt="no"
export IMPL_min_from="clk_out"
export IMPL_clockRootBuffer="clkbuf_8"
export IMPL_slew_headroom=0.600
export IMPL_fin_tns_setup_ns=0
export IMPL_synthesis_area_mm2=0.00161
export IMPL_worstSetupPathType="reg -> out"
export IMPL_drv_slew=0
export IMPL_reg2reg_to="count[30]"
export IMPL_drc=0
export IMPL_hold_path_class="reg -> reg"
export IMPL_cts_hold_buf=0
export IMPL_antenna_found_initial=0
export IMPL_layout_top_cell="dfrtp_1"
export IMPL_path_delay_family="buffers and inverters"
export IMPL_logic_area_um2=749
export IMPL_r2r_cells=5
export IMPL_pin_count=3
export IMPL_ys_cells=143
export IMPL_die_size_y_um=65.4
export IMPL_fp_utilization=0.427
export IMPL_dr_wl_met3_um=97
export IMPL_fin_skew_ns=0.00471
export IMPL_nFillCells=341
export IMPL_final_util=0.473
export IMPL_top_cell_area_share=0.513
export IMPL_clkSinkCount=33
export IMPL_syn_to_final_growth_pct=10.8
export IMPL_wl_met2_um=1110
export IMPL_cp_required_ns=6.08
export IMPL_ys_types=25
export IMPL_cp_buffers_inverters=1
export IMPL_ir_worst_vdd_mv=0.0922
export IMPL_cts_tree="yes"
export IMPL_grt_pass1_wl_um=4680
export IMPL_portBuffers=2
export IMPL_arrival_ns=1.10
export IMPL_top_cells_by_area="dfrtp_1 51%, xnor2_1 13%, nand4_1 5.1%"
export IMPL_hold_depth=1
export IMPL_drtIter0Drc=45
export IMPL_row_count=22
export IMPL_routed_wirelength_um=2690
export IMPL_n_antenna_cell=0
export IMPL_die_area_mm2=0.00428
export IMPL_regArea_um2=826
export IMPL_dp_cells=192
export IMPL_cp_end_kind="output pin"
export IMPL_yosysWarnings=1
export IMPL_hold_end="clk_out"
export IMPL_cp_slowest_stage_delay_ns=0.46
export IMPL_fin_crit_sh=0.345
export IMPL_p_leak_nw=0.821
export IMPL_num_vias=1061
export IMPL_dp_slack_ns=5.27
export IMPL_drt_wirelength_per_cell_um=13.4
export IMPL_yosys_area_mm2=0.00161
export IMPL_crit_chain="clkdlybuf4s50_1"
export IMPL_firstDrtPassIters=4
export IMPL_numCtsBuffers=5
export IMPL_tightest_slew_ns=0.596
export IMPL_critical_path_max_fanout=2
export IMPL_route_layer_met1_wl_um=1450
export IMPL_crit_slowest_cell="clkdlybuf4s50_1"
export IMPL_finalSetupViolCount=0
export IMPL_vias_per_cell=5.31
export IMPL_rrSetupSlack_ns=5.68
export IMPL_cts_htree_levels=2
export IMPL_grt_max_degree=34
export IMPL_synthCells=143
export IMPL_synth_seq_share=0.513
stage by stage:
step | hold slack [ns] | instance area, µm²
after floorplan | 0.420 | 1610
after global placement | 0.452 | 1680
after detailed placement | 0.466 | 1680
after CTS | 0.474 | 1780
after global routing | 0.502 | 1780
final | 0.470 | 1780
cell type report:
type	instances	area share
Clock inverter	1	0.00281
Timing Repair Buffer	3	0.0154
Tap cell	48	0.0337
Multi-Input combinational cell	103	0.420
Clock buffer	7	0.0540
Inverter	5	0.0105
Sequential cell	33	0.463
how the worst max path moves through the flow:
stage,start,to,cells after the start
CTS,clk_out,clk_out,1
global route,clk_out,clk_out,1
finish,clk_out,clk_out,1
cells by family (layout without fill, tap and decap cells):
logic type / after synthesis / after routing / synth area share
adder cells (fa/ha/maj): 1 / 1 / 0.00777
AND/OR/NAND/NOR: 70 / 70 / 0.285
AND-OR/OR-AND: 2 / 2 / 0.00933
flip-flops: 33 / 33 / 0.513
XOR/XNOR: 30 / 30 / 0.163
buffers and inverters: 7 / 16 / 0.0210
layer usage:
| layer | vias up | track usage |
|---|---|---|
| met5 | - | 0 |
| met4 | 0 | 0.0190 |
| met3 | 4 | 0.0458 |
| met2 | 18 | 0.201 |
| met1 | 515 | 0.239 |
| li1 | 524 | - |
flip-flops by register name (all words and copies together) (netlist names):
name and count:
count 32, clk_out 1
power by group:
group	leakage (nW)	switching, W	total, W	internal, W
clock network	0.0542	0.0000587	0.000140	0.0000817
registers	0.451	0	0.000176	0.000176
logic	0.315	0.00000319	0.00000402	0.000000824
total	0.821	0.0000619	0.000320	0.000258
synthesized netlist by cell type:
master	n
a21oi_1	1
and2_1	3
and3_1	6
and4_1	1
buf_6	1
clkbuf_1	1
dfrtp_1	33
ha_1	1
inv_1	5
nand2_1	4
nand3_1	13
nand3_4	1
nand4_1	13
nand4_2	1
nor2_1	12
nor2b_1	1
nor3_1	5
nor3_4	1
nor4_1	4
nor4_2	1
nor4_4	3
nor4b_1	1
o21ba_1	1
xnor2_1	23
xor2_1	7
Power and IR drop assume default switching activity.
