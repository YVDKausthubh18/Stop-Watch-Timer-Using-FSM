## design/flow/config.mk

```make
export PLATFORM = sky130hd
export DESIGN_NAME = stopwatch_fsm
export DESIGN_NICKNAME = stopwatch_fsm
export VERILOG_FILES = /design/flow/design.v
export SDC_FILE = /design/flow/constraint.sdc
export NUM_CORES = 4
export LEC_CHECK = 1
export CORE_AREA = 10 10 85 85
export DIE_AREA = 0 0 95 95
```

## design/flow/constraint.sdc

```tcl
current_design stopwatch_fsm

set clk_period 3.8
set clk_io_pct 0.2

create_clock -name clk0 -period $clk_period [get_ports {clk}]

set non_clock_inputs [all_inputs -no_clocks]
set_input_delay [expr $clk_period * $clk_io_pct] -clock clk0 $non_clock_inputs
set_output_delay [expr $clk_period * $clk_io_pct] -clock clk0 [all_outputs]
```

## design/flow/design.v

```verilog
module stopwatch_fsm (
    input clk,                
    input reset,              
    input start_stop,         
    input clear,              
    output reg [5:0] seconds,
    output reg [9:0] milliseconds,
    output reg status_led     
);
    parameter IDLE = 2'b00,
              RUNNING = 2'b01,
              PAUSED = 2'b10;
    reg [1:0] state, next_state;
    always @(posedge clk or posedge reset) begin
        if (reset)
            state <= IDLE;
        else
            state <= next_state;
    end
    always @(*) begin
        case (state)
            IDLE:    next_state = (start_stop) ? RUNNING : IDLE;
            RUNNING: next_state = (start_stop) ? PAUSED  : RUNNING;
            PAUSED:  next_state = (start_stop) ? RUNNING : PAUSED;
            default: next_state = IDLE;
        endcase
    end
    always @(posedge clk or posedge reset) begin
        if (reset) begin
            seconds <= 0;
            milliseconds <= 0;
            status_led <= 0;
        end else begin
            case (state)
                RUNNING: begin
                    status_led <= 1;
                    if (milliseconds == 999) begin
                        milliseconds <= 0;
                        if (seconds == 59)
                            seconds <= 0;
                        else
                            seconds <= seconds + 1;
                    end else begin
                        milliseconds <= milliseconds + 1;
                    end
                end
                default: begin
                    status_led <= 0;
                end
            endcase
            if (clear) begin
                milliseconds <= 0;
                seconds <= 0;
            end
        end
    end
endmodule
```

## design/flow/run.sh

```bash
#!/bin/bash
# OpenROAD 26Q1-2900-gdf79404cd8, Yosys 0.63+post, stock flow scripts
make -C /OpenROAD-flow-scripts/flow DESIGN_CONFIG=/design/flow/config.mk WORK_HOME=/design/flow/orfs finish
```

==> CHANGELOG.md <==
### Implementation results

* Outcome: complete, no violations
* Clock Tree Root: clkbuf_8
* Mux cell area share at 2.18%
* Worst Path Arrival at 2.35 ns
* Top cells excl fill/tap: clkdlybuf4s50_1, dfrtp_1, nor2_1
* Worst hold path class: flip-flop to flip-flop
* Max Cap Viol at 0
* Gr usage total at 5.97%
* Remaining antenna violation count at 0
* DR vias at 852
* # Cells Yosys at 104
* Final instance area at 0.00138 mm^2
* Die width at 95 um
* Highest-count logic cell in the final layout: clkdlybuf4s50_1
* Worst slew pin tran at 0.767 ns
* Pre-CTS setup slack at 1.31 ns
* Tool warnings at 25
* Setup bufs post-CTS at 0
* Fin util at 25.2%
* Final Cycle Share at 58.9%
* CP startpoint: clear
* Post-Synthesis Cells at 104
* Placed cells at 191
* Pwr per Cell Area at 388 mW/mm^2
* Setup CP Type: primary input to flip-flop
* Seq/Total Area, Yosys at 48.5%
* Final wirelength at 2520 um
* Core Region at 0.00547 mm^2
* Mapped Area at 0.00103 mm^2
* XORs/XNORs by Area at 5.08%
* Remaining Overflow, GRT at 0
* Port bufs at 20
* Final WS setup at 1.56 ns
* I/O pin count at 21
* Layout cells sized above 1 at 8.13%
* Hold_buf cts at 0
* CP bufs+invs at 1
* Yosys Warn Count at 1
* RePlAce Congestion at 0.821
* CTS tree: yes
* Synthesis area per yosys at 0.00103 mm^2
* Max Clock Skew at 0.00656 ns
* Largest logic family: simple AND/OR/NAND/NOR gates
* Reg-to-reg startpoint: milliseconds[0]$_DFFE_PP0P_
* Worst hold start: state[0]$_DFF_PP1_
* Synthesized registers at 20
* Clock sink count at 20
* CTS buffer count at 3
* Adder Share, Synth at 2.42%
* Endpoint class of the critical path: flip-flop
* Post-synth EDFFs at 0
* Max IR drop VDD at 0.204 mV
* Rel. slew slack at 48.8%
* Crit-path max FO at 20
* Critical Path Max Stage Delay at 0.77 ns
* Clk Latency, worst-skew pair at 0.26 ns
* Fill cells at 592
* Worst Hold Depth at 1
* WP depth at 5
* Clk slew on worst S/H paths at 0.08 ns
* Leak pwr at 0.531 nW
* Worst-path cell chain: clkdlybuf4s50_1 > o2111ai_1 > nor2_1 > xnor2_1 > nor3_1
* CP top delay family: buffers and inverters
* Post-DP HPWL at 1780 um
* Mean Syn Cell Area at 9.95 um^2
* Ys async rst share at 100%
* Worst Setup Start Kind: primary input
* Vias in the first global route at 867
* Area grow syn2layout at 33.1%
* DRC Markers at 0
* Die height at 95 um
* Number of diodes at 0
* Min Tclk post-route at 2.24 ns
* Post-place instance area at 0.00131 mm^2
* Largest net degree at the start of global routing at 21
* DR pass1 iterations at 4
* Starting DRT DRC Count at 88
* Hold Violations, Final at 0
* Critical path required time at 3.91 ns
* H-tree depth at 1
* Max Clk Rate at 447 MHz
* Chip footprint at 0.00903 mm^2
* Initial antenna violation count at 0
* Final Non-Filler Cells at 195
* Unrepaired setup endpoints after global routing: no
* AO/OA Area Share at 12.9%
* TNS Setup at 0 ns
* Final tally of max-slew violations at 0
* Row cnt at 27
* And+or+nand+nor area frac at 25.6%
* Cell count of the worst reg-to-reg path at 5
* CTS max path bufs at 2
* Yosys cell types at 36
* Setup violations, final at 0
* Floorplan Utilization at 18.9%
* CTS resizes at 0
* DR WL/cell at 12.9 um
* Ys flop type: dfrtp_1
* Vias per inst at 4.37
* Flop2flop setup slack at 1.94 ns
* CP max stage cell: clkdlybuf4s50_1
* First-pass GRT wire length at 4330 um
[cell type report]
class | count | area, um^2 | area share, %
clock buffers | 3 | 41.3 | 3.00
inverters | 4 | 15.0 | 1.09
repair buffers | 20 | 200 | 14.5
multi-input cells | 75 | 499 | 36.2
flip-flops and latches | 20 | 502 | 36.4
well taps | 72 | 90.1 | 6.54
clock inverters | 1 | 30.0 | 2.18
[registers in the layout, indices dropped and copies added, names as in the netlist, named ones only]
signal,cells
state,1
status_led,1
milliseconds,10
seconds,6
[synth_stat cells (2+ instances only)]
library cell	instances	share of area [%]
dfrtp_1	19	46
nand3_1	4	1.9
ha_1	2	2.4
xnor2_1	2	1.7
xor2_1	4	3.4
clkbuf_1	3	1.1
buf_1	2	0.73
a31oi_1	2	1.2
a21oi_1	7	3.4
and3_1	3	1.8
nor2_1	8	2.9
nor3_1	7	3.4
nand2b_1	3	1.8
mux2_2	2	2.2
o2111ai_1	2	1.7
o21ai_0	2	0.97
nand4_1	2	1.2
or4_1	3	2.2
inv_1	4	1.5
nand2_1	7	2.5
[per-layer routing]
layer | routed length [um] | part of all wire, % | track usage [%]
met3 | 211 | 8.4 | 2.40
met1 | 1170 | 46 | 7.82
met5 | 0 | 0 | 0
met4 | 0 | 0 | 0.125
met2 | 1140 | 45 | 9.67
[cells by family after synthesis]
logic type | count (synthesis)
muxes | 2
and+or+nand+nor | 45
DFF | 20
xor gates and xnor gates | 6
AOI/OAI and AO/OA | 20
adders and majority gates | 2
buffers and inverters | 9
[per-stage QoR]
stage               hold slack, ns  power [W]
global placement             0.472   0.000328
detailed placement           0.476   0.000328
floorplan                    0.423   0.000289
global route                 0.506   0.000570
finish                       0.488   0.000534
CTS                          0.490   0.000544
[worst paths after layout]
path,to
min in group asynchronous,seconds[5]$_DFFE_PP0P_
worst min-delay path,state[0]$_DFF_PP1_
max in group asynchronous,milliseconds[6]$_DFFE_PP0P_
worst max register to register,seconds[2]$_DFFE_PP0P_
worst min register to register,state[0]$_DFF_PP1_
worst max-delay path,milliseconds[7]$_DFFE_PP0P_
[where the power goes]
part,switching [W],internal (W),leakage [nW],total [W]
combinational,0.0000243,0.0000412,0.234,0.0000655
clock,0.0000715,0.000141,0.0357,0.000212
sequential,0.0000265,0.000230,0.262,0.000257
Power and IR drop assume default switching activity.
